## ./config.mk

```make
export PLATFORM = sky130hd
export DESIGN_NAME = lab4_4
export DESIGN_NICKNAME = lab4_4
export VERILOG_FILES = /design/flow/design.v
export SDC_FILE = /design/flow/constraint.sdc
export NUM_CORES = 4
export LEC_CHECK = 1
export CORE_AREA = 10 10 70 70
export DIE_AREA = 0 0 80 80
```

## ./constraint.sdc

```tcl
current_design lab4_4

set clk_period 4.6
set clk_io_pct 0.2

create_clock -name clk0 -period $clk_period

set non_clock_inputs [all_inputs -no_clocks]
set_input_delay [expr $clk_period * $clk_io_pct] -clock clk0 $non_clock_inputs
set_output_delay [expr $clk_period * $clk_io_pct] -clock clk0 [all_outputs]
```

## ./design.v

```verilog
module halfAdder(
    input in_a,
    input in_b,
    output out_s,
    output out_c
    );
    xor(out_s, in_a, in_b);
    and(out_c, in_a, in_b);
endmodule
module fullAdder(
    input in_a,
    input in_b,
    input in_c,
    output out_s,
    output out_c
    );
    wire a, b, c;
    halfAdder h1(in_a,in_b, a, b);
    halfAdder h2(a, in_c, out_s, c);
    or(out_c, b, c);
endmodule
module lab4_2(
    input [4:0] in_a,
    input [4:0] in_b,
    input in_c,
    output [4:0] out_s,
    output out_c
    );
    wire c0, c1, c2, c3;
    fullAdder f0(in_a[0],in_b[0],in_c, out_s[0],c0); 
    fullAdder f1(in_a[1],in_b[1],c0, out_s[1],c1); 
    fullAdder f2(in_a[2],in_b[2],c1, out_s[2],c2); 
    fullAdder f3(in_a[3],in_b[3],c2, out_s[3],c3); 
    fullAdder f4(in_a[4],in_b[4],c3, out_s[4],out_c); 
endmodule
module lab4_4(
    input [4:0]in_a,
    input [2:0]in_b,
    output [7:0]out_m
    );
    wire [4:0] mul1;
    wire [4:0] mul2;
    wire [4:0] mul3;
    and(mul1[4],in_a[4],in_b[0]);
    and(mul1[3],in_a[3],in_b[0]);
    and(mul1[2],in_a[2],in_b[0]);
    and(mul1[1],in_a[1],in_b[0]);
    and(mul1[0],in_a[0],in_b[0]);
    and(mul2[4],in_a[4],in_b[1]);
    and(mul2[3],in_a[3],in_b[1]);
    and(mul2[2],in_a[2],in_b[1]);
    and(mul2[1],in_a[1],in_b[1]);
    and(mul2[0],in_a[0],in_b[1]);
    and(mul3[4],in_a[4],in_b[2]);
    and(mul3[3],in_a[3],in_b[2]);
    and(mul3[2],in_a[2],in_b[2]);
    and(mul3[1],in_a[1],in_b[2]);
    and(mul3[0],in_a[0],in_b[2]);
    wire [4:0] ad1;
    wire [3:0] carry;
    wire outcar;
    lab4_2 a1({0,mul1[4],mul1[3],mul1[2],mul1[1]}, mul2, 0, ad1, outcar);
    lab4_2 a2({outcar,ad1[4],ad1[3],ad1[2],ad1[1]}, mul3, 0, {out_m[6],out_m[5],out_m[4], out_m[3], out_m[2]}, out_m[7]);
    assign out_m[0] = mul1[0];
    assign out_m[1] = ad1[0];
endmodule
```

## ./run.sh

```bash
#!/bin/bash
# OpenROAD 26Q1-2900-gdf79404cd8, Yosys 0.63+post, stock flow scripts
make -C /OpenROAD-flow-scripts/flow DESIGN_CONFIG=/design/flow/config.mk WORK_HOME=/design/flow/orfs finish
```

==> deck_impl_summary.md <==
Key Metrics from the Run

Setup path
  – Critical path class: input port to primary output
  – CP dominant cell by count: fa_2
  – Crit path DRT: 3.68 ns
  – Critical path's slowest cell: fa_2
  – CP max stage delay: 0.46 ns
  – Worst Path Max Fanout: 2
  – WP data arrival: 3.68 ns
  – Setup crit end kind: primary output
  – Startpoint types: input port
  – Crit path cell chain: buf_6 -> and2_4 -> ha_4 -> inv_2 -> fa_2 -> fa_2 -> fa_2 -> fa_2 -> fa_2 -> inv_2 -> fa_1 -> buf_2

Placement
  – Routability-driven placement congestion ratio: 0.687
  – Cells after DPL: 103
  – Final HPWL DP: 759 µm
  – Number of port buffers: 16

Logic synthesis
  – Area leader, netlist: fa_1
  – Per-instance average area after synthesis: 8.19 µm²
  – Seq share, synth: 0%
  – Syn. warnings: 3
  – Cell Type Count: 6
  – Post-synthesis cell count: 42
  – Post-synthesis cell area: 344 µm²
  – Max-area cell share: 40.7%
  – Yosys stat area: 344 µm²
  – Ys cells: 42
  – Cell area leaders: fa_1 41%, buf_4 15%, and2_1 15%

Worst hold path
  – WHS Path Cells: 6
  – Worst Hold Endpoint: out_m[6]
  – Hold WC Path Type: input port to primary output
  – Worst Min Path Start: in_b[1]

Drt
  – Diodes inserted: 0
  – Final WL: 777 µm
  – Final ANT Viol Nets: 0
  – Residual DRC: 0
  – Vias per cell: 2.74
  – First-pass DRT Iterations: 2
  – 1st-iter DRT viols: 3
  – Wire per inst: 7.47 µm
  – Via count: 285

Job
  – Max-Cap Viols: 0
  – Tool warnings: 34

Floorplanning
  – Total die size: 6400 µm²
  – Die Ht: 80 µm
  – IO Count: 16
  – Core box area: 3420 µm²
  – Row count: 21
  – Pre-Place Util: 10.1%
  – Horiz. Die Dim: 80 µm

Global routing
  – Global-route wire length before repair: 1.38 mm
  – Pin count of the biggest net entering global routing: 5
  – Gr ovfl total: 0
  – Initial antenna violation count: 0
  – GRT Total Usage: 2.56%
  – Vias in the first global route: 310

Status
  – Status: complete, but fails checks
  – Failing checks: setup timing

Power
  – LEAKAGE: 0.266 nW
  – Worst VDD drop: 0.0000132 V
  – Pwr dens: 98.4 nW/µm²

Final layout
  – Flip-flop and latch area: 0 µm²
  – Flop Count: 0
  – Layout fillers: 380
  – Clock buffer count: 0
  – Top Layout Cells: 8 x clkdlybuf4s50_1, 7 x buf_4, 6 x and2_1, 6 x nand2_1, 6 x inv_2
  – Share of cells above drive strength 1: 46.6%
  – Non-Filler Instances: 104
  – Layout area overhead: 72.4%
  – Top cell excl fill/tap: clkdlybuf4s50_1

Clock network
  – Hold_buf cts: 0

Timing
  – Worst setup margin: -0.00152 ns
  – Max Freq: 0.217 GHz
  – Hold slack: 2.57 ns
  – Final Hold Violating Endpoints: 0
  – Slew Viols, Final: 0
  – Relative slew slack: 93.6%
  – Unrepaired setup endpoints after global routing: yes
  – Final period util: 100%
  – Worst Tran Pin Value: 0.0965 ns
  – Minimum clock period: 4.60 ns
  – # setup viols final: 1
## Yosys cell counts
cell     instances
inv_1           10
and2_1           8
buf_4            7
fa_1             7
nand2_1          7
ha_1             3
## power breakdown
part / switching [W] / internal, W
Combinational: 0.0000203 / 0.0000381
Clock: 0 / 0
Sequential: 0 / 0
Total: 0.0000203 / 0.0000381
## how the worst max path moves through the flow
stage	start	to	slack, ns
CTS	in_a[0]	out_m[6]	-0.15
global route	in_a[1]	out_m[6]	-0.10
finish	in_a[1]	out_m[6]	-0.002
## cell families (layout without fill, tap and decap cells)
| kind of cell | count (synthesis) | count (layout) | share of synthesized area [%] |
|---|---|---|---|
| buffers and inverters | 17 | 33 | 26.2 |
| and+or+nand+nor | 15 | 15 | 22.2 |
| adders and majority gates | 10 | 10 | 51.6 |
## through the flow
stage | worst slack [ns] | power [W] | area [µm²] | util, % | setup TNS (ns)
floorplan | 0.0536 | 0.0000335 | 352 | - | 0
global placement | -0.836 | 0.0000593 | 562 | 16.4 | -2.25
detailed placement | -0.848 | 0.0000593 | 562 | 16.4 | -2.30
CTS | -0.151 | 0.0000597 | 586 | 17.1 | -0.151
global route | -0.105 | 0.0000689 | 593 | 17.4 | -0.105
finish | -0.00152 | 0.0000584 | 593 | 17.4 | -0.00152
## timing repair
item | 4_1_cts | 5_1_grt
pin swaps | 10 | 9
endpoints found under the setup margin | 4 | 3
gates resized | 33 | 8
setup buffers | 1 | 0
## layout make-up
cell class                 count  area (µm²)  area share (%)
timing repair buffer          23         211            35.7
multi-input combinational     25         287            48.3
inverter                      10        37.5            6.33
tap                           46        57.6            9.70
## critical path, delay by kind of cell
kind	cells	cell delay, ns
simple gates	1	0.14
fa+ha+maj	7	2.33
buf+inv	4	0.29
## per-layer routing
layer | vias to the layer above | wire length, µm | track usage [%]
li1 | 145 | - | -
met1 | 137 | 219 | 2.23
met2 | 3 | 523 | 6.02
met3 | 0 | 34 | 0.227
met4 | 0 | 0 | 0
met5 | - | 0 | 0
No activity file was given, so power comes from the tool's default toggle rates.
