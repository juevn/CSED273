--- design/flow/design.v ---
`timescale 1ps / 1fs
module decade_counter(input reset_n, input clk, output [3:0] count);
    wire j_a, j_b, j_c, j_d;
    wire k_a, k_b, k_c, k_d;
    wire [3:0] rev;
    and(j_a,count[2],count[1],count[0]);
    assign k_a=count[0];
    and(j_b,count[1],count[0]);
    and(k_b,count[1],count[0]);
    and(j_c,rev[3],count[0]);
    assign k_c=count[0];
    assign j_d=1;
    assign k_d=1;
    edge_trigger_JKFF a(reset_n, j_a, k_a, clk, count[3], rev[3]);
    edge_trigger_JKFF b(reset_n, j_b, k_b, clk, count[2], rev[2]);
    edge_trigger_JKFF c(reset_n, j_c, k_c, clk, count[1], rev[1]);
    edge_trigger_JKFF d(reset_n, j_d, k_d, clk, count[0], rev[0]);
endmodule
`timescale 1ps / 1fs
module decade_counter_2digits(input reset_n, input clk, output [7:0] count);
    decade_counter d1(reset_n, clk, {count[3],count[2],count[1],count[0]});
    decade_counter d2(reset_n, count[3]&count[0], {count[7],count[6],count[5],count[4]});
endmodule
`timescale 1ps / 1fs
module edge_trigger_JKFF(input reset_n, input j, input k, input clk, output reg q, output reg q_);  
    initial begin
      q = 0;
      q_ = ~q;
    end
    always @(negedge clk) begin
        q = reset_n & (j&~q | ~k&q);
        q_ = ~reset_n | ~q;
    end
endmodule
module edge_trigger_D_FF(input reset_n, input d, input clk, output q, output q_);   
    edge_trigger_JKFF ff(reset_n, d, ~d, clk, q, q_);
endmodule
--- design/flow/run.sh ---
#!/bin/bash
# OpenROAD 26Q1-2900-gdf79404cd8, Yosys 0.63+post, stock flow scripts
make -C /OpenROAD-flow-scripts/flow DESIGN_CONFIG=/design/flow/config.mk WORK_HOME=/design/flow/orfs finish
--- design/flow/config.mk ---
export PLATFORM = sky130hd
export DESIGN_NAME = decade_counter_2digits
export DESIGN_NICKNAME = decade_counter_2digits
export VERILOG_FILES = /design/flow/design.v
export SDC_FILE = /design/flow/constraint.sdc
export NUM_CORES = 4
export LEC_CHECK = 1
export CORE_AREA = 10 10 70 70
export DIE_AREA = 0 0 80 80
export SYNTH_HDL_FRONTEND = slang
--- design/flow/constraint.sdc ---
current_design decade_counter_2digits

set clk_period 1.1
set clk_io_pct 0.2

create_clock -name clk0 -period $clk_period [get_ports {clk}]

set non_clock_inputs [all_inputs -no_clocks]
set_input_delay [expr $clk_period * $clk_io_pct] -clock clk0 $non_clock_inputs
set_output_delay [expr $clk_period * $clk_io_pct] -clock clk0 [all_outputs]
==> metrics.yaml <==
status: "complete, but fails checks"
violations: "negative setup slack"
antenna_found_initial: 0
rsz0062_at_grt: "true"
crit_slowest_cell: "dfxtp_2"
port-buffer-count: 9
firstDrtPassIters: 2
r2r_start: "d1.d.q"
cp_slowest_stage_delay_ps: 310
die_y_um: 80
viasPerCell: 2.952
io_pins: 10
r2r_slack_ps: 20
core_um2: 3416
synth_cell_types: 14
crit_type: "flip-flop to output pin"
drtIter0Drc: 7
vias: 307
hp-class: "flip-flop to flip-flop"
postSynthCellCount: 42
cts_tree: "yes"
track_usage: 0.02298
place_ws_ps: -584.0
syn-mean-instance-area_um2: 10.34
ys_sh_aoi: 0.08646
stdcell_area_um2: 621.8
chipArea_um2: 6400
finalHoldViolCount: 0
r2r-end: "d1.a.q"
ys_cells: 42
min_to: "d1.c.q"
drv_slew: 0
cp.arrival_ps: 1270
postRouteAntennaNets: 0
min_from: "d1.c.q"
maxCapViolations: 0
area_growth_syn_to_layout_pct: 43.23
grt_start_max_net_pins: 7
rows: 21
worstMarginPinSlew_ps: 171.7
yosysWarnings: 0
finalSetupViolations: 4
crit_fanout: 2
unclocked_pins: 5
drive_gt1_frac: 0.4138
yosysTopAreaCell: "dfxtp_1"
ys_seq_share: 0.4611
top_area_frac: 0.4611
first_global_vias: 283
overflow: 0
path_cells: "buf_2"
lay_top_cells: "inv_1 (6), dfxtp_1 (6), buf_4 (6)"
hold_depth: 2
xor_share: 0
powerDensity_nw_per_um2: 863.1
fin_ws_ps: -387.1
power.total_mw: 0.5367
numSynthFlops: 10
fin_skew_ps: 12.25
grt_pass1_wl_um: 1193
cts_buffers: 3
fp.dieW_um: 80
reg2reg_depth: 5
cts.path.max_buffers: 2
hpwl_um: 583.1
dpl.cell_count: 92
instances_no_fill: 104
untimed_endpoints: 9
wl_per_cell_um: 7.519
cp.required_ps: 880
synthAdderAreaFrac: 0.05764
p_leak_nw: 0.2919
path_clk_slew_ps: 40
placed_cell_area_um2: 544.3
ys_sh_simple: 0.2219
top_logic_kind: "simple AND/OR/NAND/NOR gates"
clk_root_buffer_cell: "clkbuf_4"
h-tree-depth: 1
insertion_delay_ps: 300
fin_hold_ws_ps: 547.1
start_kind: "flip-flop"
synthMuxAreaShare: 0
cts_hold_buf: 0
core_util_floorplan: 0.1271
antenna_cells: 0
drc_errors: 0
slew_headroom: 0.8854
gp_congestion: 0.6737
synth_area_um2: 434.2
yosys_area_um2: 434.2
crit_family: "flip-flops"
vdd_ir_drop_max_mv: 0.5264
worstSetupEndpointType: "output pin"
drt_wl_total_um: 782
crit_buf_inv: 1
warning_count: 33
ys_top_cells_by_area: "dfxtp_1 (46%), buf_4 (14%), nor2b_1 (7.2%)"
[stage by stage]
stage | setup TNS, ps | utilization
2_1_floorplan | -510.1 | -
3_3_place_gp | -4318 | 0.1593
3_5_place_dp | -4447 | 0.1593
4_1_cts | -1580 | 0.1747
5_1_grt | -1696 | 0.1821
6_report | -1522 | 0.1821
[worst min-delay path: stages, from the launching register on]
cell and delay, ps:
dfxtp_2 310, buf_4 110, a21o_1 100
[area by class of cell]
class / instances / area, um2
fill: 390 / 2794
sequential: 10 / 205.2
multi-input combinational: 22 / 181.4
timing repair buffer: 17 / 132.6
tap: 46 / 57.56
clock buffer: 3 / 22.52
clock inverter: 6 / 22.52
[where the power goes]
part           switching (mW)  total, mW  internal (mW)
combinational          0.0243     0.0676         0.0433
clock                   0.119      0.271          0.153
sequential            0.00402      0.198          0.194
total                   0.147      0.537          0.390
[Yosys cell counts]
master / count
buf_6: 1
ha_1: 2
nor2b_4: 1
and4b_1: 1
dfxtp_1: 10
inv_1: 1
nand4b_1: 1
nand2_1: 2
nor2b_1: 5
buf_4: 8
a21o_1: 1
o21a_1: 2
and2_1: 4
o21ai_0: 3
[state kept, by name, indices dropped and copies added, names as in the netlist]
name,flops
d2.a.q_,1
d1.d.q,1
d1.c.q,1
d1.a.q_,1
d2.b.q,1
d2.d.q,1
d1.a.q,1
d2.c.q,1
d1.b.q,1
d2.a.q,1
[worst max-delay path by stage]
stage	slack, ps	cells past startpoint	end	startpoint
4_1_cts	-400	1	count[3]	d1.a.q
6_report	-390	1	count[3]	d1.a.q
5_1_grt	-430	1	count[3]	d1.a.q
[per-layer routing]
layer  vias up  track usage  routed length, um
met1       135      0.02544                344
li1        162            -                  -
met4         0      0.01056                 12
met3         2      0.01250                 68
met2         8      0.03531                357
met5         -            0                  0
[repair_timing]
item	CTS	global route
endpoints found under the setup margin	9	6
pin swaps	1	1
resized	26	1
setup buffers	2	2
[logic make-up after synthesis]
group / Yosys count
and+or+nand+nor: 14
buffers and inverters: 10
DFF: 10
AOI/OAI and AO/OA: 6
adders and majority gates: 2
No activity file was given, so power comes from the tool's default toggle rates.
