==> flow/design.v <==
`timescale 1ps / 1fs
module adder(
    input [3:0] x,
    input [3:0] y,
    input c_in,              
    output [3:0] out,
    output c_out             
); 
    wire c1, c2, c3;
    xor(out[0],x[0],y[0],c_in);
    or(c1,x[0]&y[0],y[0]&c_in,x[0]&c_in);
    xor(out[1],x[1],y[1],c1);
    or(c2,x[1]&y[1],y[1]&c1,x[1]&c1);
    xor(out[2],x[2],y[2],c2);
    or(c3,x[2]&y[2],y[2]&c2,x[2]&c2);
    xor(out[3],x[3],y[3],c3);
    or(c_out,x[3]&y[3],y[3]&c3,x[3]&c3);
endmodule
module arithmeticUnit(
    input [3:0] x,
    input [3:0] y,
    input [2:0] select,
    output [3:0] out,
    output c_out             
);
    wire [3:0] a;
    or(a[3], select[2]&~y[3], select[1]&y[3]);
    or(a[2], select[2]&~y[2], select[1]&y[2]);
    or(a[1], select[2]&~y[1], select[1]&y[1]);
    or(a[0], select[2]&~y[0], select[1]&y[0]);
    adder a1(x,a,select[0],out,c_out);
endmodule
module mux4to1(
    input [3:0] in,
    input [1:0] select,
    output out
);
    wire [3:0] a;
    and(a[0],in[0], ~select[1]&~select[0]); 
    and(a[1],in[1], ~select[1]&select[0]); 
    and(a[2],in[2], select[1]&~select[0]); 
    and(a[3],in[3], select[1]&select[0]); 
    or(out, a[0], a[1], a[2], a[3]);
endmodule
module logicUnit(
    input [3:0] x,
    input [3:0] y,
    input [1:0] select,
    output [3:0] out
);
    mux4to1 m1({~x[0],x[0]^y[0],x[0]|y[0],x[0]&y[0]},select,out[0]);
    mux4to1 m2({~x[1],x[1]^y[1],x[1]|y[1],x[1]&y[1]},select,out[1]);
    mux4to1 m3({~x[2],x[2]^y[2],x[2]|y[2],x[2]&y[2]},select,out[2]);
    mux4to1 m4({~x[3],x[3]^y[3],x[3]|y[3],x[3]&y[3]},select,out[3]);
endmodule
module mux2to1(
    input [1:0] in,
    input  select,
    output out
);
    or(out, in[1]&select, in[0]&~select);
endmodule
module lab5_1(
    input [3:0] x,
    input [3:0] y,
    input [3:0] select,
    output [3:0] out,
    output c_out             
);
    wire [3:0] out1;
    wire [3:0] out2;
    arithmeticUnit a1(x,y,{select[2], select[1], select[0]}, out1, c_out);
    logicUnit a2(x,y,{select[1], select[0]}, out2);
    mux2to1 m1({out2[3], out1[3]}, select[3], out[3]);
    mux2to1 m2({out2[2], out1[2]}, select[3], out[2]);
    mux2to1 m3({out2[1], out1[1]}, select[3], out[1]);
    mux2to1 m4({out2[0], out1[0]}, select[3], out[0]);
endmodule
==> flow/run.sh <==
#!/bin/bash
# OpenROAD 26Q1-2900-gdf79404cd8, Yosys 0.63+post, stock flow scripts
make -C /OpenROAD-flow-scripts/flow DESIGN_CONFIG=/design/flow/config.mk WORK_HOME=/design/flow/orfs finish
==> flow/config.mk <==
export PLATFORM = sky130hd
export DESIGN_NAME = lab5_1
export DESIGN_NICKNAME = lab5_1
export VERILOG_FILES = /design/flow/design.v
export SDC_FILE = /design/flow/constraint.sdc
export NUM_CORES = 4
export LEC_CHECK = 1
export CORE_AREA = 10 10 70 70
export DIE_AREA = 0 0 80 80
==> flow/constraint.sdc <==
current_design lab5_1

set clk_period 4.0
set clk_io_pct 0.2

create_clock -name clk0 -period $clk_period

set non_clock_inputs [all_inputs -no_clocks]
set_input_delay [expr $clk_period * $clk_io_pct] -clock clk0 $non_clock_inputs
set_output_delay [expr $clk_period * $clk_io_pct] -clock clk0 [all_outputs]
==> qor.txt <==
Flop Count = 0
Final setup violation count = 0
Worst EP required = 3200 ps
Nature of the critical path startpoint = input port
Synth warn = 0
Critical path capture point type = primary output
Combinational share of power = 1.000
Pint = 47.9 uW
Tot GR Track Use = 0.0336
Distinct cells, synth = 15
Via count = 413
Synth area leader = ha_1
Syn avg cell area = 8.43 um^2
Fin cells = 126
Maxcap violations = 0
Fp util = 0.141
Slew @ Worst Pin = 182 ps
Rel. slew slack = 0.875
Sequential share of power = 0
P per Cell Area = 106 nW/um^2
Tool warnings = 36
Synth top area share = 0.208
Yosys Chip Area = 480 um^2
Final Hold Violating Endpoints = 0
Full die area = 6400 um^2
Setup TNS = 0 ps
Fin crit period = 3800 ps
Crit-path max FO = 2
Clock power share = 0
GRT overflow = 0
Avg Vias per Cell = 3.28
Worst VDD drop = 0.0380 mV
Synth-to-Final Area Change = 55.5%
Row Count = 21
Unrepaired setup endpoints after global routing = no
Vias in the first global route = 389
Final antenna-violating net count = 0
Die Ht = 80 um
Critical path type = in -> out
DRT iter0 DRCs = 6
Top Ports = 17
Wirelength, routed = 1120 um
Mapped Cells = 57
Worst Path Arrival = 3000 ps
Pin count of the biggest net entering global routing = 10
Outcome = finished clean
WL/cell = 8.91 um
Final Cycle Share = 0.950
Post-route DRC = 0
Layout cells sized above 1 = 0.288
Core area = 3420 um^2
Number of detailed-route iterations in the first pass = 2
Synth Seq Share = 0
# diodes = 0
CP Launch Point = y[0]
Synth top cell by count = inv_1
HPWL after DPL = 1020 um
Setup crit end = out[2]
Storage cell area = 0 um^2
Placed instance count = 125
Final max-slew violation count = 0
Lkg Pwr = 0.383 nW
Fmax = 263 MHz
Ys cells = 57
Switching Power = 31.4 uW
Initial antenna violation count = 0
Min-delay worst type = in -> out
Die X = 80 um
CLK BUF = 0
I/O Buffers = 17
Biggest area cells = ha_1, fa_1, mux2i_1
Mapped Area = 480 um^2
First-pass GRT wire length = 1770 um
Switching Fraction = 0.395
Synth top cells by count = inv_1, ha_1, mux2i_1
RePlAce Congestion = 0.792
worst max-delay path, cell delays in order:
cell	delay, ps
clkdlybuf4s15_1	230
mux2i_2	240
fa_2	210
inv_1	50
fa_2	330
fa_2	520
nand2b_1	50
o221ai_1	60
clkdlybuf4s50_1	500
worst min path at each step:
stage	start	to	slack (ps)	depth (start not counted)
CTS	select[0]	out[3]	2320	5
global route	select[0]	out[3]	2300	5
finish	select[0]	out[3]	2230	5
cells by family (layout without fill, tap and decap cells):
family,after synthesis,in the layout,synth area share
buffers and inverters,20,43,0.237
adder cells (fa/ha/maj),12,12,0.375
multiplexers,10,10,0.214
AND-OR/OR-AND,8,8,0.104
AND/OR/NAND/NOR,7,7,0.0703
what timing repair did:
action                                  4_1_cts  5_1_grt
endpoints found under the setup margin        2        1
buffers inserted                              1        0
pin swaps                                     1        2
resized                                      15        5
hold buffers                                  0        0
power by group through the flow:
stage / Clock, mW / Combinational (mW) / Sequential (mW)
4_1_cts: 0 / 0.0809 / 0
5_1_grt: 0 / 0.0916 / 0
6_report: 0 / 0.0793 / 0
layer usage:
layer	share of wire	GRT usage	up-vias
met1	0.51	0.0486	179
met4	0	0	0
met3	0.033	0.00455	0
li1	-	-	225
met2	0.46	0.0546	9
met5	0	0	-
metrics by stage:
stage | total power, mW | area [um^2] | hold slack, ps | util | setup WS (ps)
2_1_floorplan | 0.0456 | 480 | 1830 | - | 280
3_3_place_gp | 0.0789 | 729 | 2780 | 0.214 | -513
3_5_place_dp | 0.0807 | 729 | 2780 | 0.214 | -539
4_1_cts | 0.0809 | 743 | 2320 | 0.218 | 15.2
5_1_grt | 0.0916 | 747 | 2300 | 0.219 | 59.2
6_report | 0.0793 | 747 | 2230 | 0.219 | 200
placed cells by master, fill, tap and decap left out:
master,instances
nor2b_1,1
clkdlybuf4s15_2,1
mux2_4,1
nand2_1,2
clkdlybuf4s15_1,1
a21oi_1,4
ha_1,8
inv_1,11
nor2_1,2
fa_1,1
inv_2,3
nand2b_1,2
mux2i_1,7
dlygate4sd2_1,3
clkbuf_2,1
mux2i_2,1
clkdlybuf4s50_1,10
o221ai_1,2
dlymetal6s2s_1,1
mux2_2,1
o22ai_1,2
fa_2,3
buf_4,12
cell type report:
type               count  area (um^2)
well taps             46         57.6
multi-input cells     37          382
repair buffers        29          255
inverters             14         52.6
fillers              390         2670
Power and IR drop assume default switching activity.
